File: flow/run.sh
#!/bin/bash
# OpenROAD 26Q1-2900-gdf79404cd8, Yosys 0.63+post, stock flow scripts
make -C /OpenROAD-flow-scripts/flow DESIGN_CONFIG=/design/flow/config.mk WORK_HOME=/design/flow/orfs finish
File: flow/config.mk
export PLATFORM = sky130hd
export DESIGN_NAME = sfifordata
export DESIGN_NICKNAME = sfifordata
export VERILOG_FILES = /design/flow/design.v
export SDC_FILE = /design/flow/constraint.sdc
export NUM_CORES = 4
export LEC_CHECK = 1
export CORE_UTILIZATION = 40
File: flow/constraint.sdc
current_design sfifordata

set clk_period 3.2
set clk_io_pct 0.2

create_clock -name clk0 -period $clk_period [get_ports {clk}]

set non_clock_inputs [all_inputs -no_clocks]
set_input_delay [expr $clk_period * $clk_io_pct] -clock clk0 $non_clock_inputs
set_output_delay [expr $clk_period * $clk_io_pct] -clock clk0 [all_outputs]
File: flow/design.v
package parameter_pkg;
parameter X2P_SFIFO_AW_DATA_WIDTH = 56;
parameter X2P_SFIFO_AR_DATA_WIDTH = 56;
parameter X2P_SFIFO_WD_DATA_WIDTH = 37;
parameter X2P_SFIFO_RD_DATA_WIDTH = 43;
parameter POINTER_WIDTH           = 4;
parameter OKAY                    = 2'b00;
parameter DECERR                  = 2'b11;
parameter PSLVERR                 = 2'b10;
parameter A_START_SLAVE0  = 32'h0000_0000;
parameter A_END_SLAVE0    = 32'h0000_0FFF;
parameter A_START_SLAVE1  = 32'h0000_1000;
parameter A_END_SLAVE1    = 32'h0000_1FFF;
parameter A_START_SLAVE2  = 32'h0000_2000;
parameter A_END_SLAVE2    = 32'h0000_2FFF;
parameter A_START_SLAVE3  = 32'h0000_3000;
parameter A_END_SLAVE3    = 32'h0000_3FFF;
function logic [7:0] bytes_in_transfer;
	input logic [2:0] size;
begin
	case(size)
		3'd0:bytes_in_transfer = 1;
		3'd1:bytes_in_transfer = 2;
		3'd2:bytes_in_transfer = 4;
		3'd3:bytes_in_transfer = 8;
		3'd4:bytes_in_transfer = 16;
		3'd5:bytes_in_transfer = 32;
		3'd6:bytes_in_transfer = 64;
		3'd7:bytes_in_transfer = 128;
	endcase
end
endfunction	
endpackage
module sfifordata (rst_n, wr, rd,
                    clk,
                    sfifo_empty,
                    sfifo_almost_full,
                    data_in, data_out);
parameter DATA_WIDTH    = 8;
parameter POINTER_WIDTH = 3;
parameter [POINTER_WIDTH:0] ALMOST_FULL_VALUE  = (2**POINTER_WIDTH)/2;
parameter [POINTER_WIDTH:0] ALMOST_EMPTY_VALUE  = (2**POINTER_WIDTH)/2;
parameter DATA_NUM      = 2**POINTER_WIDTH;
  input clk;
input rst_n;
input wr;
input rd;
input [DATA_WIDTH-1:0] data_in;
output  reg [DATA_WIDTH-1:0] data_out;
  output wire sfifo_almost_full;
  output  sfifo_empty;
  wire    sfifo_full;
reg [POINTER_WIDTH:0] w_pointer;
reg [POINTER_WIDTH:0] r_pointer;
reg [DATA_WIDTH-1:0] mem_array [DATA_NUM-1:0];
wire    msb_diff;
wire    lsb_equal;
wire    sfifo_re;
wire    sfifo_we;
assign sfifo_we = wr & (~sfifo_full);
  wire rclk = clk;
  wire wclk = clk;
always @ (posedge wclk or negedge rst_n) begin
  if (~rst_n) w_pointer <= {POINTER_WIDTH+1{1'b0}};
  else if (sfifo_we) w_pointer <= w_pointer+1'b1;
end
assign sfifo_re = rd & (~sfifo_empty);
always @ (posedge rclk or negedge rst_n) begin
  if (~rst_n) r_pointer <= {POINTER_WIDTH+1{1'b0}};
  else if (sfifo_re) r_pointer <= r_pointer + 1'b1;
end
always @ (posedge wclk) begin
  if (sfifo_we)
    mem_array[w_pointer[POINTER_WIDTH-1:0]]
             <= data_in[DATA_WIDTH-1:0];
end
  always @ (*) begin
    data_out[DATA_WIDTH-1:0]
    = mem_array[r_pointer[POINTER_WIDTH-1:0]];
  end
assign  msb_diff = w_pointer[POINTER_WIDTH]
                  ^r_pointer[POINTER_WIDTH];
assign  lsb_equal = (w_pointer[POINTER_WIDTH-1:0]
                  == r_pointer[POINTER_WIDTH-1:0]);
assign  sfifo_full = msb_diff & lsb_equal;
assign  sfifo_empty = (~msb_diff) & lsb_equal;
    wire [POINTER_WIDTH:0] minus_result = w_pointer[POINTER_WIDTH:0] - r_pointer[POINTER_WIDTH:0];
  assign sfifo_almost_full = (minus_result[POINTER_WIDTH:0] >= ALMOST_FULL_VALUE); 
endmodule: sfifordata
==> run_summary.xml <==
<?xml version="1.0" encoding="UTF-8"?>
<metrics>
  <group name="critical_path">
    <metric name="timing.reg2reg.worst_path_depth" unit="">6</metric>
    <metric name="critPathArrivalTime" unit="ns">2.31</metric>
    <metric name="r2r_setup_slack" unit="ns">0.92</metric>
    <metric name="cp_max_fo" unit="">11</metric>
    <metric name="start_kind" unit="">register</metric>
    <metric name="slowest_stage" unit="">sky130_fd_sc_hd__dfrtp_1</metric>
    <metric name="critical_path_class" unit="">register to primary output</metric>
    <metric name="critical_path.startpoint" unit="">r_pointer[2]</metric>
    <metric name="r2r_end" unit="">mem_array[6][7]</metric>
    <metric name="critical-path-max-stage-delay" unit="ns">0.62</metric>
    <metric name="worstPathRequired" unit="ns">2.56</metric>
    <metric name="worstSetupEndpoint" unit="">sfifo_almost_full</metric>
    <metric name="endpoint_kind" unit="">primary output</metric>
    <metric name="rr_startpoint" unit="">r_pointer[2]</metric>
    <metric name="critical_path.cell_chain" unit="">clkinv_1 &gt; ha_1 &gt; o41a_1 &gt; clkdlybuf4s50_1</metric>
  </group>
  <group name="pwr">
    <metric name="powerDensity" unit="nW/um2">883.6</metric>
    <metric name="peakVddDrop" unit="V">0.0003887</metric>
    <metric name="leakage" unit="nW">1.194</metric>
  </group>
  <group name="clocking">
    <metric name="clock_tree_from_tritoncts" unit="">built</metric>
    <metric name="clk_latency" unit="ns">0.34</metric>
    <metric name="post_cts_hold_buffer_count" unit="">0</metric>
    <metric name="clock_sink_count" unit="">72</metric>
    <metric name="cts.reportedPaths.clkPinSlew" unit="ns">0.07</metric>
    <metric name="post_cts_resized" unit="">0</metric>
    <metric name="numCtsBuffers" unit="">9</metric>
    <metric name="cts_post_setup_buffers_inserted" unit="">0</metric>
    <metric name="cts_root_buf" unit="">sky130_fd_sc_hd__clkbuf_8</metric>
    <metric name="ctsLongestPathBuffers" unit="">2</metric>
    <metric name="cts_htree_levels" unit="">3</metric>
  </group>
  <group name="grt">
    <metric name="grt_start_max_net_pins" unit="">21</metric>
    <metric name="grt.overflow.total" unit="">0</metric>
    <metric name="grt_usage" unit="%">15.53</metric>
    <metric name="grt_first_pass_wirelength" unit="um">7900</metric>
    <metric name="first_global_vias" unit="">1531</metric>
    <metric name="grt_antenna_before_repair" unit="">0</metric>
  </group>
  <group name="detailed_routing">
    <metric name="insertedDiodeCount" unit="">0</metric>
    <metric name="drt_pass1_iterations" unit="">4</metric>
    <metric name="ant_nets" unit="">0</metric>
    <metric name="wire_per_inst" unit="um">16.79</metric>
    <metric name="count_of_unresolved_drc_violations_after_routing" unit="">0</metric>
    <metric name="vias" unit="">1518</metric>
    <metric name="vias_per_cell" unit="">5.043</metric>
    <metric name="detail_route.wirelength" unit="um">5053</metric>
    <metric name="detailedRoute.firstIterationViolations" unit="">58</metric>
  </group>
  <group name="final_timing">
    <metric name="timing_max_transition_violations_final" unit="">0</metric>
    <metric name="final.min_clock_period" unit="ns">2.955</metric>
    <metric name="final-setup-viol-count" unit="">0</metric>
    <metric name="layout_worst_path_cycle_share" unit="%">92.34</metric>
    <metric name="clock_skew" unit="ns">0.005268</metric>
    <metric name="slew-limit-headroom" unit="%">69.83</metric>
    <metric name="worst_pin_slew" unit="ns">0.4526</metric>
    <metric name="timing.fmax" unit="MHz">338.4</metric>
    <metric name="finalHoldViolCount" unit="">0</metric>
    <metric name="rsz_0062_raised_after_global_routing" unit="">no</metric>
    <metric name="setup_tns" unit="ns">0</metric>
  </group>
  <group name="final_layout">
    <metric name="areaGrowthSynthToFinish" unit="%">18.34</metric>
    <metric name="postLayoutCoreUtil" unit="%">50.11</metric>
    <metric name="fraction_of_layout_instances_using_a_drive_strength_above_1" unit="%">20.98</metric>
  </group>
  <group name="yosys">
    <metric name="edf_count" unit="">64</metric>
    <metric name="synthFlopType" unit="">sky130_fd_sc_hd__edfxtp_1</metric>
    <metric name="post_synth.cell_area_avg" unit="um2">18.15</metric>
    <metric name="synth_flops" unit="">72</metric>
    <metric name="cells_in_synth_stat_txt" unit="">162</metric>
    <metric name="ys.warnings.count" unit="">1</metric>
    <metric name="postSynth.asyncResetShare" unit="%">11.11</metric>
    <metric name="syn-cell-area" unit="um2">2940</metric>
    <metric name="synthesis.instances" unit="">162</metric>
    <metric name="yosysUniqueCellTypes" unit="">28</metric>
    <metric name="yosys_area" unit="um2">2940</metric>
    <metric name="seq_area_frac_synth" unit="%">72.17</metric>
  </group>
  <group name="status">
    <metric name="status" unit="">completed</metric>
  </group>
  <group name="floorplan">
    <metric name="ioPinCount" unit="">22</metric>
    <metric name="die_w" unit="um">87.74</metric>
    <metric name="die_area" unit="um2">7697</metric>
    <metric name="fp-row-count" unit="">30</metric>
    <metric name="die_height" unit="um">87.74</metric>
    <metric name="area_of_the_core_region" unit="um2">6944</metric>
    <metric name="fp-utilization" unit="%">42.34</metric>
  </group>
  <group name="place">
    <metric name="dp.final_hpwl" unit="um">3200</metric>
    <metric name="port_buffer_count" unit="">21</metric>
    <metric name="gp_congestion" unit="">0.8962</metric>
  </group>
  <group name="flow_run">
    <metric name="max-cap-violations" unit="">0</metric>
    <metric name="stage_log_warnings" unit="">25</metric>
  </group>
  <group name="worst_hold_path">
    <metric name="hold_crit_class" unit="">register to register</metric>
  </group>
</metrics>
layer usage:
layer	up-vias	share of wire, %	GRT usage (%)
li1	705	-	-
met1	744	42	22.68
met2	60	47	22.62
met3	9	8.8	8.588
met4	0	1.8	2.683
met5	-	0	0
sequential cells by signal, indices dropped and copies added, names as in the netlist:
signal     count
mem_array     64
w_pointer      4
r_pointer      4
synthesized netlist by cell type (2+ instances only):
master | number | area, um2
sky130_fd_sc_hd__mux2_2 | 2 | 22.52
sky130_fd_sc_hd__clkbuf_1 | 2 | 7.510
sky130_fd_sc_hd__nand2_1 | 25 | 93.84
sky130_fd_sc_hd__inv_1 | 2 | 7.510
sky130_fd_sc_hd__edfxtp_1 | 64 | 1922
sky130_fd_sc_hd__nor3_1 | 4 | 20.02
sky130_fd_sc_hd__mux4_2 | 16 | 360.4
sky130_fd_sc_hd__buf_2 | 2 | 10.01
sky130_fd_sc_hd__nand4_1 | 2 | 12.51
sky130_fd_sc_hd__dfrtp_1 | 8 | 200.2
sky130_fd_sc_hd__ha_1 | 5 | 62.56
sky130_fd_sc_hd__xnor2_1 | 6 | 52.55
sky130_fd_sc_hd__a21oi_1 | 2 | 10.01
sky130_fd_sc_hd__nand2b_1 | 2 | 12.51
sky130_fd_sc_hd__xor2_1 | 2 | 17.52
sky130_fd_sc_hd__o211ai_1 | 4 | 30.03
sky130_fd_sc_hd__nor2_1 | 3 | 11.26
cell usage in the layout, fill, tap and decap left out, drive strengths merged, types with 2 or more instances in the layout:
master and instances:
xor2 3, o211ai 4, a21oi 2, mux2 2, ha 5, clkdlybuf4s50 21
nand2 25, dfrtp 8, xnor2 6, inv 2, clkinv 5, edfxtp 64
nand2b 2, nor2 3, mux4 16, nand4 2, nor3 4, clkbuf 11
o21ai 2, buf 12
critical path, delay by kind of cell (launching register included):
family                   cells  cell delay [ns]
adder cells (fa/ha/maj)      1             0.35
buffers and inverters        2             0.58
flip-flops                   1             0.62
AND-OR/OR-AND                1             0.42
logic make-up (layout without fill, tap and decap cells):
logic type               after synthesis  after routing  synth area share [%]
AND/OR/NAND/NOR                       40             40                 5.915
adder cells (fa/ha/maj)                5              5                 2.128
XOR/XNOR                               9              9                 2.936
multiplexers                          18             18                 13.02
buffers and inverters                  9             52                 1.617
AND-OR/OR-AND                          9              9                 2.213
flip-flops                            72             72                 72.17
stage by stage:
step	power (mW)	hold slack, ns	worst slack (ns)	instance area [um2]	cells
4_1_cts	3.117	0.5612	0.1921	3480	301
3_5_place_dp	2.541	0.5481	0.5712	3324	285
5_1_grt	3.293	0.5868	0.05473	3480	301
2_1_floorplan	2.072	0.3444	0.4560	2940	162
3_3_place_gp	2.518	0.5399	0.6045	3324	285
6_report	3.075	0.5564	0.2450	3480	301
worst min-delay path by stage:
stage,slack (ns),to,cells after the start,startpoint
4_1_cts,0.56,r_pointer[3],1,r_pointer[3]
5_1_grt,0.59,w_pointer[3],1,w_pointer[3]
6_report,0.56,r_pointer[3],1,r_pointer[3]
power breakdown:
group / leakage [nW] / switching (mW) / internal [mW]
clock network: 0.0758 / 0.304 / 0.272
logic: 0.444 / 0.520 / 0.647
registers: 0.675 / 0.120 / 1.21
area by class of cell:
cell class / instances / area, um2
sequential: 72 / 2122
inverter: 3 / 11.26
fill: 554 / 3465
tap: 96 / 120.1
timing repair buffer: 33 / 300.3
clock buffer: 11 / 131.4
multi-input combinational: 81 / 770.7
clock inverter: 5 / 23.77
Power figures rest on the tool's default switching activity, not on a simulated workload.
