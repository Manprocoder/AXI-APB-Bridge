===== flow/config.mk =====
export PLATFORM = sky130hd
export DESIGN_NAME = sfiforeq
export DESIGN_NICKNAME = sfiforeq
export VERILOG_FILES = /design/flow/design.v
export SDC_FILE = /design/flow/constraint.sdc
export NUM_CORES = 4
export LEC_CHECK = 1
export CORE_UTILIZATION = 30

===== flow/constraint.sdc =====
current_design sfiforeq

set clk_period 3.9
set clk_io_pct 0.2

create_clock -name clk0 -period $clk_period [get_ports {clk}]

set non_clock_inputs [all_inputs -no_clocks]
set_input_delay [expr $clk_period * $clk_io_pct] -clock clk0 $non_clock_inputs
set_output_delay [expr $clk_period * $clk_io_pct] -clock clk0 [all_outputs]

===== flow/design.v =====
package parameter_pkg;
parameter X2P_SFIFO_AW_DATA_WIDTH = 56;
parameter X2P_SFIFO_AR_DATA_WIDTH = 56;
parameter X2P_SFIFO_WD_DATA_WIDTH = 37;
parameter X2P_SFIFO_RD_DATA_WIDTH = 43;
parameter POINTER_WIDTH           = 4;
parameter OKAY                    = 2'b00;
parameter DECERR                  = 2'b11;
parameter PSLVERR                 = 2'b10;
parameter A_START_SLAVE0  = 32'h0000_0000;
parameter A_END_SLAVE0    = 32'h0000_0FFF;
parameter A_START_SLAVE1  = 32'h0000_1000;
parameter A_END_SLAVE1    = 32'h0000_1FFF;
parameter A_START_SLAVE2  = 32'h0000_2000;
parameter A_END_SLAVE2    = 32'h0000_2FFF;
parameter A_START_SLAVE3  = 32'h0000_3000;
parameter A_END_SLAVE3    = 32'h0000_3FFF;
function logic [7:0] bytes_in_transfer;
	input logic [2:0] size;
begin
	case(size)
		3'd0:bytes_in_transfer = 1;
		3'd1:bytes_in_transfer = 2;
		3'd2:bytes_in_transfer = 4;
		3'd3:bytes_in_transfer = 8;
		3'd4:bytes_in_transfer = 16;
		3'd5:bytes_in_transfer = 32;
		3'd6:bytes_in_transfer = 64;
		3'd7:bytes_in_transfer = 128;
	endcase
end
endfunction	
endpackage
module sfiforeq (rst_n, wr, rd,
                    clk,
                    sfifo_empty,
                    sfifo_full,
                    data_in, data_out);
parameter DATA_WIDTH    = 8;
parameter POINTER_WIDTH = 3;
  parameter TH_LEVEL  = (2**POINTER_WIDTH)/2;
parameter DATA_NUM      = 2**POINTER_WIDTH;
  input clk;
input rst_n;
input wr;
input rd;
input [DATA_WIDTH-1:0] data_in;
output  reg [DATA_WIDTH-1:0] data_out;
  output  sfifo_empty;
  output  sfifo_full;
reg [POINTER_WIDTH:0] w_pointer;
reg [POINTER_WIDTH:0] r_pointer;
reg [DATA_WIDTH-1:0] mem_array [DATA_NUM-1:0];
wire    msb_diff;
wire    lsb_equal;
wire    sfifo_re;
wire    sfifo_we;
assign sfifo_we = wr & (~sfifo_full);
  wire rclk = clk;
  wire wclk = clk;
always @ (posedge wclk or negedge rst_n) begin
  if (~rst_n) w_pointer <= {POINTER_WIDTH+1{1'b0}};
  else if (sfifo_we) w_pointer <= w_pointer+1'b1;
end
assign sfifo_re = rd & (~sfifo_empty);
always @ (posedge rclk or negedge rst_n) begin
  if (~rst_n) r_pointer <= {POINTER_WIDTH+1{1'b0}};
  else if (sfifo_re) r_pointer <= r_pointer + 1'b1;
end
always @ (posedge wclk) begin
  if (sfifo_we)
    mem_array[w_pointer[POINTER_WIDTH-1:0]]
             <= data_in[DATA_WIDTH-1:0];
end
  always @ (*) begin
    data_out[DATA_WIDTH-1:0]
    = mem_array[r_pointer[POINTER_WIDTH-1:0]];
  end
assign  msb_diff = w_pointer[POINTER_WIDTH]
                  ^r_pointer[POINTER_WIDTH];
assign  lsb_equal = (w_pointer[POINTER_WIDTH-1:0]
                  == r_pointer[POINTER_WIDTH-1:0]);
assign  sfifo_full = msb_diff & lsb_equal;
assign  sfifo_empty = (~msb_diff) & lsb_equal;
endmodule: sfiforeq

===== flow/run.sh =====
#!/bin/bash
# OpenROAD 26Q1-2900-gdf79404cd8, Yosys 0.63+post, stock flow scripts
make -C /OpenROAD-flow-scripts/flow DESIGN_CONFIG=/design/flow/config.mk WORK_HOME=/design/flow/orfs finish

==> reports/results.tsv <==
stage	metric	value	unit
die	number of top-level pins	22	
grt	largest net degree at the start of global routing	22	
die	Die Width	103	um
final_timing	highest clock rate	319	MHz
logic_synthesis	Yosys reg bits	72	
final_timing	final count of hold timing violations	0	
final_timing	worst slew pin tran	0.639	ns
placed_design	post-DP HPWL	3430	um
final_timing	final setup vio count	0	
grt	vias in the first global route	1650	
logic_synthesis	Main synth FF type	edfxtp_1	
final_timing	Slew HR	0.574	
die	total die area	10600	um^2
detailed_routing	# DRC	0	
die	Core Region	9860	um^2
detailed_routing	Starting DRT DRC Count	63	
final_timing	setup TNS	0	ns
logic_synthesis	yosys warns	1	
pwr	Pwr Total	2.90	mW
clocking	TritonCTS Buffers	9	
clocking	Reg clk slew, reported paths	0.08	ns
setup_path	WP buf/inv	2	
final_layout	design area	3750	um^2
final_layout	Finished Layout Cells	322	
setup_path	max incr delay on CP	0.76	ns
die	Core Rows	36	
logic_synthesis	Post-synth EDFFs	64	
setup_path	Worst Path Required	3.12	ns
placed_design	dpl cell area	3510	um^2
logic_synthesis	yosys cell count	149	
outcome	outcome	finished, final reports clean	
final_timing	Fin Clk Skew	0.00981	ns
flow_run	tool warning count	25	
clocking	H-tree depth	3	
logic_synthesis	syn avg cell area	20.6	um^2
flow_run	Max-cap violations	0	
final_timing	RSZ-0062 raised after global routing	false	
final_timing	Tcrit/Tclk final	0.804	
setup_path	CP Capture Type	output pin	
grt	antenna violations before repair	0	
clocking	postcts setup bufs	0	
clocking	hold buffers post-CTS	0	
die	FP Util	0.311	
detailed_routing	DR WL/cell	17.1	um
setup_path	crit-path cells	xor2_2 -> nor4_4 -> buf_4 -> clkdlybuf4s50_1	
final_layout	layout cells sized above 1	0.344	
setup_path	Arrival @ worst endpoint	2.35	ns
setup_path	worst-path maximum fanout	12	
detailed_routing	antenna-violating nets left	0	
placed_design	I/O Buffers	21	
final_layout	Syn-to-layout area delta	22.2	%
logic_synthesis	post-synthesis cell area	3070	um^2
pwr	VDD IR max	0.276	mV
worst_hold_path	Hold Crit Class	flip-flop to flip-flop	
clocking	CTS root buf	clkbuf_8	
grt	first-pass GRT wire length	8870	um
detailed_routing	ANT cells	0	
setup_path	cell family with most CP delay	flip-flops	
logic_synthesis	Distinct lib cells used	28	
setup_path	Slowest cell on crit path	dfrtp_1	
setup_path	CP Class	flip-flop to output pin	
placed_design	Inst Count DP	306	
final_layout	Util after Layout	0.380	
final_timing	Final Critical Period	3.13	ns
logic_synthesis	ys async rst share	0.111	
placed_design	gp weighted congestion	0.721	
clocking	number of clock sinks	72	
final_layout	FILL cells	886	
clocking	count of cells resized by post-cts repair	0	
clocking	CTS tree	built	
clocking	Longest Clk Path Bufs	2	
detailed_routing	drt first pass iters	4	
detailed_routing	via count	1504	
detailed_routing	final WL	5510	um
grt	GRT Overall Usage	0.122	
logic_synthesis	Yosys chip area	3070	um^2
pwr	Static Leakage	1.21	nW
detailed_routing	vias per inst	4.67	
die	Die H	103	um
final_timing	max-slew violations	0	
logic_synthesis	Post-synth seq share	0.691	
logic_synthesis	Post-Syn Instances	149	
pwr	power per cell area	772	nW/um^2
grt	grt ovf	0	
clocking	clock latency on the worst-skew pair	0.34	ns
setup_path	Setup crit start kind	flip-flop	
==> state kept, by name, summed over array words and instances, names as in the netlist <==
signal / flops
mem_array: 64
w_pointer: 4
r_pointer: 4
==> final timing paths <==
| path | startpoint | end | slack [ns] | cells after the start |
|---|---|---|---|---|
| max in group asynchronous | rst_n | r_pointer[1]$_DFFE_PN0P_ | 2.90 | 1 |
| worst max-delay path | r_pointer[2]$_DFFE_PN0P_ | sfifo_full | 0.77 | 4 |
| worst min register to register | r_pointer[3]$_DFFE_PN0P_ | w_pointer[3]$_DFFE_PN0P_ | 0.60 | 1 |
| worst max register to register | r_pointer[2]$_DFFE_PN0P_ | mem_array[3][7]$_DFFE_PP_ | 1.67 | 5 |
| worst min-delay path | r_pointer[3]$_DFFE_PN0P_ | w_pointer[3]$_DFFE_PN0P_ | 0.60 | 1 |
| min in group asynchronous | rst_n | r_pointer[2]$_DFFE_PN0P_ | 0.72 | 1 |
==> worst reg2reg max path, cell delays in order (launching register included) <==
cell	delay, ns
dfrtp_1	0.76
xor2_2	0.40
nor4_4	0.08
buf_4	0.20
nor4b_2	0.25
buf_4	0.24
==> through the flow <==
step | hold WS [ns] | setup WS (ns)
after CTS | 0.609 | 0.704
after detailed placement | 0.597 | 1.11
after global routing | 0.651 | 0.582
after floorplan | 0.484 | 1.53
after global placement | 0.594 | 1.11
final | 0.602 | 0.766
==> layout make-up <==
class                      instances  area (um^2)  share of cell area
sequential                        72         2120               0.566
multi-input combinational         68          925               0.246
inverter                           1         3.75             0.00100
clock inverter                     6          115              0.0307
tap                              133          166              0.0443
clock buffer                      10          128              0.0340
timing repair buffer              32          293              0.0780
==> Yosys cell counts, types with 3 or more instances <==
| library cell | n | area [um^2] |
|---|---|---|
| edfxtp_1 | 64 | 1920 |
| mux2_2 | 8 | 90.1 |
| dfrtp_1 | 8 | 200 |
| buf_2 | 6 | 30.0 |
| nor4_1 | 3 | 18.8 |
| mux4_2 | 16 | 360 |
| nand2_1 | 6 | 22.5 |
| xnor2_1 | 6 | 52.6 |
| xor2_1 | 3 | 26.3 |
==> cell families after synthesis <==
kind of cell / Yosys count / synth area share
xor gates and xnor gates: 12 / 0.0452
and+or+nand+nor: 20 / 0.0460
adders and majority gates: 2 / 0.00815
AOI/OAI and AO/OA: 8 / 0.0363
muxes: 26 / 0.155
buffers and inverters: 9 / 0.0183
DFF: 72 / 0.691
==> metal layers <==
layer / up-vias / global-route usage / share of wire
li1: 688 / - / -
met1: 748 / 0.168 / 0.41
met2: 62 / 0.189 / 0.48
met3: 6 / 0.0642 / 0.097
met4: 0 / 0.0152 / 0.012
met5: - / 0 / 0
==> power breakdown <==
part	total (mW)	switching [mW]	internal, mW	leakage (nW)
logic	1.05	0.484	0.571	0.419
registers	1.14	0.145	0.991	0.676
clock network	0.704	0.274	0.430	0.117
total	2.90	0.904	1.99	1.21
==> cells in the final DEF, fill, tap and decap left out, types with 2 or more instances in the layout <==
cell and instances:
inv_6 2, xor2_2 2, xor2_1 3, clkdlybuf4s50_1 21, o41ai_4 2, nand4_1 2, nor4b_2 4, bufinv_16 3
nor2_1 2, xnor2_1 6, buf_4 11, nand2_1 6, dfrtp_1 8, mux2_2 8, a41oi_1 2, nor4_2 3
clkbuf_8 9, mux4_2 16, edfxtp_1 64, ha_1 2, o311ai_1 2
Power and IR drop assume default switching activity.
