--- ./design.v ---
package parameter_pkg;
parameter X2P_SFIFO_AW_DATA_WIDTH = 56;
parameter X2P_SFIFO_AR_DATA_WIDTH = 56;
parameter X2P_SFIFO_WD_DATA_WIDTH = 37;
parameter X2P_SFIFO_RD_DATA_WIDTH = 43;
parameter POINTER_WIDTH           = 4;
parameter OKAY                    = 2'b00;
parameter DECERR                  = 2'b11;
parameter PSLVERR                 = 2'b10;
parameter A_START_SLAVE0  = 32'h0000_0000;
parameter A_END_SLAVE0    = 32'h0000_0FFF;
parameter A_START_SLAVE1  = 32'h0000_1000;
parameter A_END_SLAVE1    = 32'h0000_1FFF;
parameter A_START_SLAVE2  = 32'h0000_2000;
parameter A_END_SLAVE2    = 32'h0000_2FFF;
parameter A_START_SLAVE3  = 32'h0000_3000;
parameter A_END_SLAVE3    = 32'h0000_3FFF;
function logic [7:0] bytes_in_transfer;
	input logic [2:0] size;
begin
	case(size)
		3'd0:bytes_in_transfer = 1;
		3'd1:bytes_in_transfer = 2;
		3'd2:bytes_in_transfer = 4;
		3'd3:bytes_in_transfer = 8;
		3'd4:bytes_in_transfer = 16;
		3'd5:bytes_in_transfer = 32;
		3'd6:bytes_in_transfer = 64;
		3'd7:bytes_in_transfer = 128;
	endcase
end
endfunction	
endpackage
module sfifowdata (rst_n, wr, rd,
                    clk,
                    sfifo_full,
                    sfifo_almost_empty,
                    data_in, data_out);
parameter DATA_WIDTH    = 8;
parameter POINTER_WIDTH = 3;
parameter [POINTER_WIDTH:0] ALMOST_FULL_VALUE  = (2**POINTER_WIDTH)/2;
parameter [POINTER_WIDTH:0] ALMOST_EMPTY_VALUE  = (2**POINTER_WIDTH)/2;
parameter DATA_NUM      = 2**POINTER_WIDTH;
  input clk;
input rst_n;
input wr;
input rd;
input [DATA_WIDTH-1:0] data_in;
output  reg [DATA_WIDTH-1:0] data_out;
  output wire sfifo_almost_empty;
  wire    sfifo_empty;
  output  sfifo_full;
reg [POINTER_WIDTH:0] w_pointer;
reg [POINTER_WIDTH:0] r_pointer;
reg [DATA_WIDTH-1:0] mem_array [DATA_NUM-1:0];
wire    msb_diff;
wire    lsb_equal;
wire    sfifo_re;
wire    sfifo_we;
assign sfifo_we = wr & (~sfifo_full);
  wire rclk = clk;
  wire wclk = clk;
always @ (posedge wclk or negedge rst_n) begin
  if (~rst_n) w_pointer <= {POINTER_WIDTH+1{1'b0}};
  else if (sfifo_we) w_pointer <= w_pointer+1'b1;
end
assign sfifo_re = rd & (~sfifo_empty);
always @ (posedge rclk or negedge rst_n) begin
  if (~rst_n) r_pointer <= {POINTER_WIDTH+1{1'b0}};
  else if (sfifo_re) r_pointer <= r_pointer + 1'b1;
end
always @ (posedge wclk) begin
  if (sfifo_we)
    mem_array[w_pointer[POINTER_WIDTH-1:0]]
             <= data_in[DATA_WIDTH-1:0];
end
  always @ (*) begin
    data_out[DATA_WIDTH-1:0]
    = mem_array[r_pointer[POINTER_WIDTH-1:0]];
  end
assign  msb_diff = w_pointer[POINTER_WIDTH]
                  ^r_pointer[POINTER_WIDTH];
assign  lsb_equal = (w_pointer[POINTER_WIDTH-1:0]
                  == r_pointer[POINTER_WIDTH-1:0]);
assign  sfifo_full = msb_diff & lsb_equal;
assign  sfifo_empty = (~msb_diff) & lsb_equal;
  wire [POINTER_WIDTH:0] minus_result = w_pointer[POINTER_WIDTH:0] - r_pointer[POINTER_WIDTH:0];
  assign sfifo_almost_empty = (minus_result[POINTER_WIDTH:0] < ALMOST_EMPTY_VALUE); 
endmodule: sfifowdata
--- ./run.sh ---
#!/bin/bash
# OpenROAD 26Q1-2900-gdf79404cd8, Yosys 0.63+post, stock flow scripts
make -C /OpenROAD-flow-scripts/flow DESIGN_CONFIG=/design/flow/config.mk WORK_HOME=/design/flow/orfs finish
--- ./config.mk ---
export PLATFORM = sky130hd
export DESIGN_NAME = sfifowdata
export DESIGN_NICKNAME = sfifowdata
export VERILOG_FILES = /design/flow/design.v
export SDC_FILE = /design/flow/constraint.sdc
export NUM_CORES = 4
export LEC_CHECK = 1
export CORE_UTILIZATION = 30
--- ./constraint.sdc ---
current_design sfifowdata

set clk_period 3.7
set clk_io_pct 0.2

create_clock -name clk0 -period $clk_period [get_ports {clk}]

set non_clock_inputs [all_inputs -no_clocks]
set_input_delay [expr $clk_period * $clk_io_pct] -clock clk0 $non_clock_inputs
set_output_delay [expr $clk_period * $clk_io_pct] -clock clk0 [all_outputs]
==> run summary <==
Synthesis and PnR results.

- The overall global routing resource usage reads 11.9%.
- The number of remaining DRC errors reads 0.
- The relative max-transition margin reads between 60% and 70%.
- The wire length on met2 is 2.58 mm.
- The tally of filler cells in the layout is 917.
- The portion of total power attributed to combinational logic is between 30% and 40%.
- The setup slack after placement is a little over 0.9 ns.
- At the end of routability-driven placement, the weighted congestion stood at 0.763.
- In the final routed layout, each cell accounts on average for around 16 um.
- The wire length on met1 reads between 2 and 2.5 mm.
- Total power normalized to cell area comes to 782 mW/mm2.
- The post-synthesis register bit count is approximately 70.
- The yosys synthesis chip area reads roughly 0.0030 mm2.
- The clock buffer count from CTS reads 9.
- The number of search-and-repair iterations in the first detailed-routing pass reads 4.
- The register share after synthesis reads a little over two thirds.
- The startpoint kind of the worst setup timing path reads a flip-flop.
- For this design, the slowest cell found on the critical path is dfrtp_1.
- The number of post-CTS setup repair buffers is 0.
- The share of the synthesized area in the top cell type is between 60 and 70%.
- In this run the critical path is formed by clkinv_1, ha_1, nand3_1, nor2_1, clkdlybuf4s50_1.
- Per the timing report, the biggest fanout along the worst path comes to 11.
- The H-tree generated during clock tree synthesis spans 3 levels.
- In the post-synthesis netlist, the biggest area contributors are edfxtp_1 64%, mux4_1 8.7%, dfrtp_1 6.7%, mux4_2 4.5%, nand2_1 3.2%.
- The fraction of layout instances using a drive strength above 1 reads between 10% and 20%.
- The floorplan step defined a die boundary enclosing 0.0104 mm2.
- The cell family with the largest share of critical-path delay reads buffers and inverters.
- The total non-filler cell area in the finished layout is 0.00366 mm2.
- The biggest area consumer among synthesized cells reads edfxtp_1.
- The worst min-delay path category is flip-flop to flip-flop.
- The synthesized netlist cell count reads between 150 and 200.
- The number of buffer and inverter instances along the worst setup path is 2.
- The quantity of I/O buffers inserted on ports reads 21.
- The HPWL after detailed placement is 3.32 mm.
- The clock network is responsible for 23.3% of the overall power.
- The number of buffers between clock root and the deepest sink reads 2.
- The path with the worst hold slack has its endpoint at r_pointer[3]$_DFFE_PN0P_.
- The end-of-flow timing check tallies setup violations at 0.
- The register cell area after layout reads 0.00212 mm2.
- The data arrival time reported for the critical path is between 2 and 2.5 ns.
- The final tally of hold violations reads 0.
- The post-detailed-placement cell area reads 0.00344 mm2.
- The average instance area after synthesis is 18.3 um2.
- The largest voltage drop on the vdd net reads 241 uV.
- The final worst hold slack is 0.582 ns.
- Entering global routing, the biggest net connects 21 pins.
- The number of antenna diodes in the final layout is 0.
- The netlist area before placement is 0.00301 mm2.
- The flow ran to the end, and the final reports show no timing, DRC or antenna violations.
- The final critical path takes up 84.7% of the cycle.
- The routed layout has 1526 vias.
- The max-cap check violation count reads 0.
- The internal power summed over all cells reads 1.99 mW.
- Per the final report, max-transition violations number 0.
- The number of cell instances on the worst register-to-register path reads 5.
- Setup total negative slack on the finished layout was measured at 0 ns.
- The required time at the worst endpoint is listed as just under 3 ns.
- The reg2reg setup slack reads 1.31 ns.
- The time the worst path needs with I/O delays and setup reads 3.13 ns.
- The switching power share of the total reads a little under a third.
- For this configuration, the core starts out at a cell density of 30.9%.
- The share of flip-flops with an asynchronous set or reset after synthesis reads 11.1%.
- The highest routed metal layer is met4.
- The largest incremental delay on the critical path reads about 0.64 ns.
- In the setup report, the worst path falls into the class flip-flop to primary output.
- Per the layout area report, the combinational gate area comes to 836 um2.
- The count of cell types in the netlist reads 30.
- The post-synth tally of flip-flops with integrated enable reads 64.
- The net switching power of the design reads between 800 and 900 uW.
- The post-route clock skew is around 0.0082 ns.
- The die width reads between 100 and 150 um.
- The wire length of the first global-routing pass reads 8.58 mm.
- The least setup slack across all paths after layout reads 0.567 ns.
- The number of sinks on the clock net reads 72.
- Buffers inserted to repair hold after CTS numbered 0.
- The area growth from synthesis to layout is 21.6%.
- The most used standard cell by instance count after synthesis is edfxtp_1.
- The worst hold path depth reads 1.
- The detailed-route wire length reads 5.35 mm.
- The clock transition at the registers of the reported paths reads roughly 0.07 ns.
- The maximum clock rate is 0.319 GHz.
- The via count of the first global-routing pass reads 1644.
- The power consumption is around 2.9 mW.
- The total global routing overflow is 0.
- Ranked by instance count, the synthesized netlist is headed by 64 x edfxtp_1, 26 x nand2_1, 10 x mux4_1.
- The number of DRC markers after the initial detailed-route iteration reads 77.
- The length of routed met3 wiring reads ~380 um.
- The TritonCTS clock tree is done.
- The tree is rooted in a clkbuf_8.
- 22 I/O pins were placed.
- The transition time recorded at the tightest slew-check pin is a little under 0.6 ns.
- Per the post-route antenna check, the number of violating nets is 0.
- The count of yosys warnings during synthesis is 1.
- The initial antenna violation count reads 0.
- The endpoint class of the critical path is a primary output.
- The total leakage power is 1.29 nW.
- Setup repair after global routing left no endpoint under its margin.
- The overall die height reads 102 um.
- The cell resize tally after clock tree synthesis is 0.
- The most used flip-flop cell after synthesis is edfxtp_1.
- In this run the core area contains 36 standard-cell rows.
- The number of vias per cell reads 4.49.
- The capture point of the worst reg-to-reg path is mem_array[7][1]$_DFFE_PP_.
- The start of the worst register-to-register path is r_pointer[2]$_DFFE_PN0P_.
- The cell count in the Yosys report reads 164.
- The area of the core region is 0.00973 mm2.
- The number of logged tool warnings is 25.
- Per report_power, the sequential group accounts for between 40% and 50% of the total.
- The latest clock arrival within the worst-skew pair reads 0.34 ns.
- Per the hold report, the tightest min-delay path originates at r_pointer[3]$_DFFE_PN0P_.
## flip-flops by register name, summed over array words and instances, names as in the netlist
| signal | cells |
|---|---|
| r_pointer | 4 |
| w_pointer | 4 |
| mem_array | 64 |
## how the worst max path moves through the flow
stage / startpoint / cells after the start / end
after CTS: r_pointer[2]$_DFFE_PN0P_ / 5 / sfifo_full
after global routing: r_pointer[2]$_DFFE_PN0P_ / 5 / sfifo_full
final: r_pointer[2]$_DFFE_PN0P_ / 5 / sfifo_full
## metal layers
layer,vias up,global-route usage (%)
met1,745,16.9
met3,9,5.22
li1,725,-
met5,-,0
met4,0,1.98
met2,47,18.4
## cells by family after synthesis
kind of cell / Yosys count / synth area share [%]
mux: 18 / 14.1
flops: 72 / 70.5
simple gates: 40 / 5.70
compound gates: 10 / 2.58
buf+inv: 10 / 1.87
xor+xnor: 9 / 3.12
fa+ha+maj: 5 / 2.08
## per-stage QoR
stage / std cells / utilization (%)
6_report: 340 / 37.6
3_5_place_dp: 324 / 35.4
2_1_floorplan: 164 / -
3_3_place_gp: 324 / 35.4
4_1_cts: 340 / 37.6
5_1_grt: 340 / 37.6
## placed cells by master (no fill, tap or decap), types with 2 or more instances in the layout
cell type and n:
edfxtp_1 64, nand2_1 26, clkdlybuf4s50_1 21, buf_4 12
mux4_1 10, clkbuf_8 9, dfrtp_1 8, mux4_2 6
xnor2_1 5, ha_1 5, nor3_1 4, inv_1 3
nor2_1 3, a21oi_1 3, o211ai_1 3, clkinv_1 2
nand4_1 2, nand2b_1 2, xor2_1 2, bufinv_16 2
## power groups by stage
stage | Clock (mW) | Combinational (mW) | Sequential [mW]
4_1_cts | 0.683 | 1.06 | 1.16
5_1_grt | 0.721 | 1.15 | 1.18
6_report | 0.665 | 1.03 | 1.16
## area by class of cell
cell class                 instances  share of cell area (%)
clock buffer                       9                    3.39
clock inverter                     7                    2.57
inverter                           4                   0.411
multi-input combinational         82                    22.9
sequential                        72                    58.0
tap                              133                    4.55
timing repair buffer              33                    8.21
## worst reg2reg max path, cell delays in order (launching register included)
cell      delay [ns]
dfrtp_1         0.64
clkinv_1        0.18
ha_1            0.35
and3_1          0.17
a21oi_1         0.49
buf_4           0.27
Power figures rest on the tool's default switching activity, not on a simulated workload.
